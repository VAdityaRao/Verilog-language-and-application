### flow/run.sh
#!/bin/bash
# OpenROAD 26Q1-2900-gdf79404cd8, Yosys 0.63+post, stock flow scripts
make -C /OpenROAD-flow-scripts/flow DESIGN_CONFIG=/design/flow/config.mk WORK_HOME=/design/flow/orfs finish
### flow/design.v
module memory #(
  parameter integer AWIDTH = 5,
  parameter integer DWIDTH = 8
)(
  input  wire                   clk,
  input  wire                   wr,
  input  wire                   rd,
  input  wire [AWIDTH-1:0]      addr,
  inout  wire [DWIDTH-1:0]      data
);
  reg [DWIDTH-1:0] mem [(2**AWIDTH)-1:0];
  reg [DWIDTH-1:0] data_out;
  reg              data_oe;
  assign data = data_oe ? data_out : {DWIDTH{1'bz}};
  always @(posedge clk) begin
    if (wr && !rd) begin
      mem[addr] <= data;  
    end
    else if (rd && !wr) begin
      data_out <= mem[addr];  
    end
  end
  always @(*) begin
    data_oe = (rd && !wr);
  end
endmodule
### flow/config.mk
export PLATFORM = sky130hd
export DESIGN_NAME = memory
export DESIGN_NICKNAME = memory
export VERILOG_FILES = /design/flow/design.v
export SDC_FILE = /design/flow/constraint.sdc
export NUM_CORES = 4
export LEC_CHECK = 1
export CORE_UTILIZATION = 30
### flow/constraint.sdc
current_design memory

set clk_period 2.3
set clk_io_pct 0.2

create_clock -name clk0 -period $clk_period [get_ports {clk}]

set non_clock_inputs [all_inputs -no_clocks]
set_input_delay [expr $clk_period * $clk_io_pct] -clock clk0 $non_clock_inputs
set_output_delay [expr $clk_period * $clk_io_pct] -clock clk0 [all_outputs]
==> impl_metrics.py <==
# Auto-generated metrics
metrics = {
    "synthesis": {
        "yosys_warnings": 2,
        "synth_cell_types": 24,
        "async_flop_share_pct": 0,
        "synth-area-yosys_sq_um": 10300,
        "synthTopCellsByArea": "edfxtp_1, mux2i_1, o22ai_1",
        "top_area_share_pct": 77.00,
        "top_cell": "edfxtp_1",
        "synth-main-ff-cell": "edfxtp_1",
        "edf_count": 264,
        "ys_cells": 580,
        "synth_area_sq_um": 10300,
        "netlist_instances": 580,
        "largest_area_cell": "edfxtp_1",
        "top_cells_by_count": "edfxtp_1, mux2i_1, o22ai_1",
        "synth-seq-cells": 264,
        "syn_avg_cell_area_sq_um": 17.75,
        "ys_seq_share_pct": 77.00,
    },
    "floorplanning": {
        "fp_util_pct": 30.63,
        "die_y_um": 187.3,
        "fp.dieW_um": 187.3,
        "ios": 16,
        "rows": 67,
    },
    "place": {
        "place_area_sq_um": 11600,
        "place_hpwl_mm": 15.27,
        "pre_cts_ws_ns": -0.2890,
        "gp_congestion": 0.8985,
        "numPortBuffers": 7,
    },
    "clock_tree": {
        "cts_resized": 0,
        "cts_made_buffers": 26,
        "post_cts_buffers": 0,
        "cts_hold_buffers": 0,
        "clock-root-buffer": "clkbuf_16",
        "h-tree-depth": 1,
        "cts.sinks": 264,
        "clk_path_buf_depth": 3,
    },
    "outcome": {
        "stop_stage": "clock tree synthesis",
        "error_line": "[error] [KeplerFormal.cpp:679] Workflow failed: Iso has multiple drivers: .data0, data[0]$_DFFE_PP_.Q0",
        "status": "stopped before the end",
    },
}
## through the flow
| step | hold WS [ns] | setup TNS, ns | std cells | total power, mW |
|---|---|---|---|---|
| after detailed placement | 0.6218 | -6.604 | 1093 | 5.948 |
| after global placement | 0.7182 | -6.564 | 1093 | 5.981 |
| after floorplan | 0.6515 | 0 | 580 | 5.702 |
## logic make-up after synthesis
kind of cell,Yosys count,share of synthesized area [%]
AOI/OAI and AO/OA,64,3.889
DFF,264,77.00
buffers and inverters,35,1.689
muxes,128,12.44
and+or+nand+nor,89,4.982
No activity file was given, so power comes from the tool's default toggle rates.
