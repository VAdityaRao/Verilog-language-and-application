==> flow/design.v <==
module alu
#(
  parameter integer WIDTH = 8
)
(
  input  [WIDTH-1:0] in_a,
  input  [WIDTH-1:0] in_b,
  input  [2:0]       opcode,
  output reg [WIDTH-1:0] alu_out,
  output reg         a_is_zero
);
always @(*) begin
  case (opcode)
    3'b000, 3'b001, 3'b110, 3'b111: alu_out = in_a;        
    3'b010: alu_out = in_a + in_b;                         
    3'b011: alu_out = in_a & in_b;                         
    3'b100: alu_out = in_a ^ in_b;                         
    3'b101: alu_out = in_b;                                
    default: alu_out = {WIDTH{1'b0}};
  endcase
  a_is_zero = (in_a == 0);
end
endmodule
==> flow/run.sh <==
#!/bin/bash
# OpenROAD 26Q1-2900-gdf79404cd8, Yosys 0.63+post, stock flow scripts
make -C /OpenROAD-flow-scripts/flow DESIGN_CONFIG=/design/flow/config.mk WORK_HOME=/design/flow/orfs finish
==> flow/config.mk <==
export PLATFORM = sky130hd
export DESIGN_NAME = alu
export DESIGN_NICKNAME = alu
export VERILOG_FILES = /design/flow/design.v
export SDC_FILE = /design/flow/constraint.sdc
export NUM_CORES = 4
export LEC_CHECK = 1
export CORE_AREA = 10 10 71 71
export DIE_AREA = 0 0 81 81
==> flow/constraint.sdc <==
current_design alu

set clk_period 5.2
set clk_io_pct 0.2

create_clock -name clk0 -period $clk_period

set non_clock_inputs [all_inputs -no_clocks]
set_input_delay [expr $clk_period * $clk_io_pct] -clock clk0 $non_clock_inputs
set_output_delay [expr $clk_period * $clk_io_pct] -clock clk0 [all_outputs]
==> out/results.ini <==
[route]
ant_nets = 0
m1WireLength_mm = 1.05
diodes = 0
highest_layer = met3
met3_length_um = 80
vias = 790
wirelength_mm = 2.11
routed_via_density = 4.36
drc = 0
drt_iter0_drc = 45
first_pass_iters = 4
wl_per_cell_um = 11.7
wl_met2_um = 981

[layout]
clkbuf_count = 0
final_area_um2 = 1030
area_delta_synth_final_pct = 46.2
drive_above_1_share = 0.0451
utilization = 0.282
layout_top_cells = 28 x clkdlybuf4s50_1, 16 x o21ai_0, 16 x nand2_1
register_area_um2 = 0
numSequentialCells = 0
n_fill_cell = 421
final_common_cell = clkdlybuf4s50_1

[outcome]
outcome = finished clean

[final_timing]
drv_slew = 0
finalClockPeriodUsage = 0.863
fin_tns_setup_ns = 0
max_clock_freq_ghz = 0.223
hold_viol_final = 0
tightest_slew_ns = 0.614
rsz0062_at_grt = false
setup_viol = 0
slew_headroom = 0.589
post-route-min-period_ns = 4.49

[yosys]
yosys-stat-cells = 110
syn_area_um2 = 702
ys_seq_frac = 0
synth_top_area_share = 0.143
top_cells_by_area = ha_1 14%, mux2i_1 11%, o21ai_0 11%
top_area_cell = ha_1
synth_warnings = 1
netlist-cell-type-count = 27
ys_area_um2 = 702
synthCells = 110
syn_avg_cell_area_um2 = 6.38

[critical_path]
arrival_ns = 3.45
endpoint_kind = primary output
critPathMaxStageDelay_ns = 0.49
worstSetupPathType = primary input to primary output
crit_start = in_a[0]
path_cells = clkdlybuf4s50_1 -> ha_1 -> fa_1 -> a211oi_1 -> o21bai_1 -> a21oi_1 -> xor2_1 -> o21ai_0 -> clkdlybuf4s50_1
setup.worst_path.start_class = primary input
cp_data_required_time_ns = 4.16
path_common_cell = clkdlybuf4s50_1
crit_slowest_cell = clkdlybuf4s50_1
crit_fanout = 4

[clocking]
cts_hold_buf = 0
cts_setup_buffers = 0
cts_resized = 0

[floorplan]
die_area_um2 = 6560
fp.dieW_um = 81
die_h_um = 81
boundaryPins = 28
num_rows = 22
fp_util = 0.193
coreArea_um2 = 3630

[global_route]
grt_max_degree = 34
grt_usage = 0.0681
antenna_found_initial = 0
grt_pass1_wl_mm = 3.82
grt-ovfl-total = 0
grt_pass1_vias = 779

[placed_design]
port_buffers = 28
hpwl_mm = 1.76
place_area_um2 = 1030
gp_congestion = 0.793

[power]
powerDensity_nw_per_um2 = 94.1
p_leak_uw = 0.000393
power_uw = 96.6
peakVddDrop_v = 0.0000313

[min_path]
worst_hold_path_type = primary input to primary output
min_from = in_a[7]

[job]
warning_count = 32
maxCapViolCount = 0

## report_power, final
part	leakage, uW	total (uW)	internal, uW	switching [uW]
sequential	0	0	0	0
clock	0	0	0	0
combinational	0.000393	96.6	53.6	43.0
## critical path: cells and delay by family
family | cells | cell delay [ns]
buffers and inverters | 2 | 0.95
adder cells (fa/ha/maj) | 2 | 0.71
AND-OR/OR-AND | 4 | 0.67
XOR/XNOR | 1 | 0.08
## final cells by class
| cell class | count | area (um^2) | share of cell area |
|---|---|---|---|
| multi-input cells | 103 | 671 | 0.654 |
| repair buffers | 30 | 295 | 0.288 |
| well taps | 48 | 60.1 | 0.0585 |
## metrics by stage
stage | std cells | setup WS [ns] | hold slack [ns]
floorplan | 110 | 1.84 | 2.17
global placement | 181 | 0.644 | 3.18
detailed placement | 181 | 0.687 | 3.17
CTS | 181 | 0.671 | 3.18
global route | 181 | 0.414 | 3.21
finish | 181 | 0.713 | 3.16
## routing by layer
| metal | up-vias | track usage |
|---|---|---|
| li1 | 450 | - |
| met1 | 329 | 0.100 |
| met2 | 11 | 0.111 |
| met3 | 0 | 0.00780 |
| met4 | 0 | 0 |
| met5 | - | 0 |
## logic make-up after synthesis
group                    count (synthesis)  share of synthesized area
AND-OR/OR-AND                           41                      0.351
XOR/XNOR                                 5                     0.0624
adder cells (fa/ha/maj)                  9                      0.171
buffers and inverters                    7                     0.0446
multiplexers                             8                      0.114
AND/OR/NAND/NOR                         40                      0.257
## worst paths after layout
path	slack, ns	end	cells after the start
max	0.71	alu_out[6]	9
min	3.16	a_is_zero	4
## cell usage after synthesis, drive strengths merged
master / instances
o21ai: 17
nand2: 16
a21oi: 12
nor2: 12
ha: 8
mux2i: 8
buf: 4
a211oi: 3
clkbuf: 3
nor2b: 3
xor2: 3
a31oi: 2
nand2b: 2
nand3: 2
nor3: 2
o21bai: 2
or4: 2
xnor2: 2
a21o: 1
fa: 1
o221ai: 1
o22ai: 1
o311a: 1
o31ai: 1
or3b: 1
No activity file was given, so power comes from the tool's default toggle rates.
