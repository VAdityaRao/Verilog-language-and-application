[./config.mk]
export PLATFORM = sky130hd
export DESIGN_NAME = register
export DESIGN_NICKNAME = register
export VERILOG_FILES = /design/flow/design.v
export SDC_FILE = /design/flow/constraint.sdc
export NUM_CORES = 4
export LEC_CHECK = 1
export CORE_AREA = 10 10 70 70
export DIE_AREA = 0 0 80 80
[./constraint.sdc]
current_design register

set clk_period 1.1
set clk_io_pct 0.2

create_clock -name clk0 -period $clk_period [get_ports {clk}]

set non_clock_inputs [all_inputs -no_clocks]
set_input_delay [expr $clk_period * $clk_io_pct] -clock clk0 $non_clock_inputs
set_output_delay [expr $clk_period * $clk_io_pct] -clock clk0 [all_outputs]
[./design.v]
module register
#(
  parameter integer WIDTH = 8
)
(
  input wire [WIDTH-1:0] data_in,
  input wire load,
  input wire clk,
  input wire rst,
  output reg [WIDTH-1:0] data_out
);
always @ (posedge clk) begin
  if (rst)
  data_out <= {WIDTH{1'b0}}; else
  if (load)
  data_out <= data_in;
end
endmodule
[./run.sh]
#!/bin/bash
# OpenROAD 26Q1-2900-gdf79404cd8, Yosys 0.63+post, stock flow scripts
make -C /OpenROAD-flow-scripts/flow DESIGN_CONFIG=/design/flow/config.mk WORK_HOME=/design/flow/orfs finish
==> reports/metrics.cfg <==
[synthesis]
yosysWarnings = 1
netlist_instances = 26
largest_area_cell = dfxtp_1
ys_seq_frac = 0.561
yosys_cells = 26
avgSynthCellArea_um2 = 11.0
synth_flops = 8
top_cells_by_area = dfxtp_1, mux2i_1, nor2_1, buf_6, buf_1
top_cell_area_share = 0.561
synthesis.area_um2 = 285
ys_area_um2 = 285
ys_types = 5

[timing]
worst_slack_ps = 91.7
maxSlewViolCount = 0
tightest_slew_ps = 303
setup_viol = 0
rsz0062_at_grt = false
fmax_ghz = 0.992
slew_headroom = 0.798
timing.final.crit_share = 0.917
hold_viol_final = 0
period_needed_ps = 1010
finalClockSkew_ps = 0

[setup_path]
start_kind = flip-flop
cp_max_fo = 2
slowest_stage = dfxtp_2
worst-path-buf-inv = 1
end_kind = output port
slowest_delay_ps = 310
cp.required_ps = 880
critical_path_class = reg2out
path_cells = dlygate4sd2_1
crit_family = flip-flops
arrival_ps = 790

[cells_and_area]
reg_top3 = data_out (8)
syn_to_final_growth_pct = 93.0
regArea_um2 = 170
regMostFlops = data_out
design_area_um2 = 551
logic_area_um2 = 110
drive_above_1_share = 0.261
n_fill_cell = 395
final_util = 0.161
largest_register_ffs = 8

[detailed_routing]
ant_nets = 0
first_pass_iters = 4
wire_per_inst_um = 9.27
viasPerCell = 2.71
insertedDiodeCount = 0
route.detailed.drc = 0
wl_um = 853
via_count = 249
drt_iter0_markers = 11

[clock_network]
htree_levels = 1
cts_sinks = 8
clk_pin_slew_worst_paths_ps = 50
clockRootBuffer = clkbuf_4
cts_buffers = 3
postCtsSetupRepairBufs = 0
cts_max_path_buffers = 2
tritoncts = yes
clk_latency_ps = 240

[run_status]
status = finished, final reports clean

[run]
timing.max_cap.violations = 0
log.warning_count = 25

[floorplanning]
fp.dieW_um = 80
initCoreUtil = 0.0835
core_area_mm2 = 0.00342
die_h_um = 80
chipArea_mm2 = 0.00640
pin_count = 19
rows = 21

[pwr]
p_leak_uw = 0.000251
max-vdd-ir-drop_mv = 0.197
power_density_mw_per_mm2 = 1140

[grt]
antenna_found_initial = 0
overflow = 0
grt_use_total = 0.0263
grt_max_degree = 9
grt_pass1_wl_um = 1320
grt_pass1_vias = 298

[placement]
postPlaceCellArea_um2 = 528
port-buffer-count = 18
place_ws_ps = -140
gp_congestion = 0.664

[worst_hold_path]
hp-class = reg2reg

==> worst register-to-register path, stage by stage, from the launching register on <==
cell	delay, ps
dfxtp_2	310
mux2i_1	130
nor2_1	50
==> path summary, 6_finish.rpt <==
| check | cells after the start | start | end | slack [ps] |
|---|---|---|---|---|
| hold reg to reg | 2 | data_out[3] | data_out[3] | 480 |
| setup reg to reg | 2 | data_out[0] | data_out[0] | 490 |
| hold / removal | 2 | data_out[3] | data_out[3] | 480 |
| setup / recovery | 1 | data_out[2] | data_out[2] | 90 |
==> where the power goes <==
part,leakage [uW],switching (uW),internal [uW],total [uW]
Clock,0.0000138,84.0,124,208
Sequential,0.0000689,8.17,311,319
Combinational,0.000168,28.6,70.1,98.7
Total,0.000251,121,505,626
==> timing repair <==
| item | CTS | global route |
|---|---|---|
| hold buffers | 0 | 0 |
| endpoints found under the setup margin | 8 | 0 |
| gates resized | 16 | 0 |
==> kinds of logic after synthesis <==
| family | synth area share |
|---|---|
| flip-flops | 0.561 |
| multiplexers | 0.281 |
| buffers and inverters | 0.0526 |
| AND/OR/NAND/NOR | 0.105 |
==> cell usage after synthesis <==
master and number:
mux2i_1 8, buf_1 1, buf_6 1, nor2_1 8, dfxtp_1 8
==> layout make-up <==
| type | instances | share of cell area |
|---|---|---|
| tap | 46 | 0.105 |
| clock buffer | 3 | 0.0409 |
| multi-input combinational | 16 | 0.200 |
| sequential | 8 | 0.309 |
| timing repair buffer | 19 | 0.345 |
==> metal layers <==
metal / track usage / routed length (um) / up-vias
met4: 0.00704 / 7 / 0
li1: - / - / 124
met2: 0.0554 / 555 / 2
met3: 0.0114 / 38 / 2
met5: 0 / 0 / -
met1: 0.0201 / 251 / 121
==> layout by cell type, fill, tap and decap left out <==
| master | count |
|---|---|
| clkdlybuf4s50_1 | 10 |
| dfxtp_2 | 8 |
| nor2_1 | 8 |
| dlygate4sd2_1 | 8 |
| clkbuf_4 | 3 |
| mux2i_1 | 8 |
| buf_12 | 1 |
==> per-stage QoR <==
step	hold WS (ps)	cells	TNS [ps]	power, uW
after global routing	512	92	0	664
final	484	92	0	626
after detailed placement	494	89	-1050	435
after floorplan	367	26	0	353
after global placement	488	89	-973	434
after CTS	490	92	0	643
Power figures rest on the tool's default switching activity, not on a simulated workload.
